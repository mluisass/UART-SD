==> /design/flow/design.v <==
module rx(serial,clock,leds,segmentoD, segmentoE);
input serial, clock;
wire serial;
output reg [7:0] leds;
output reg [6:0] segmentoE;
output reg [6:0] segmentoD;
parameter [2:0]espera=0, armazena=1, Led=2, limpa=3,carrega=4,mostra=5;
integer  count=0;
integer  contador=0;
reg [7:0] aux;
reg [3:0] data;
reg [2:0] estado=espera;
always @(negedge clock) 
    begin
        case(estado)
        espera:
            begin
                if(serial==0)
                begin 
                    estado<=armazena;
                end
            end
        armazena:
            begin
                count<=count+1;
                if(count==1)
                begin
                    contador<=contador+1;
                    aux[contador]<=serial;
                    if(contador==7)
                      begin
			estado<=Led;
			leds<=aux;
                       count<=0;
		      end
                    count<=0;
                end
            end 
        Led:
            begin 
                if(leds[7:4]==3'b0001)
                begin
                    estado<=limpa;
                end
                if(leds[7:4]==3'b0010)
                begin
                    estado<=carrega;
                end
                if(leds[7:4]==3'b0100)
                begin
                    estado<=mostra;
                end
            end
        limpa:
            begin
                segmentoE <= 7'b1111111;
                segmentoD <= 7'b1111111;
                contador<=0;
                estado<=espera;
            end
        carrega:
            begin
                data<=leds[3:0];
                contador<=0;
                estado<=espera;
            end
        mostra:
            begin
                case(data)
                4'b0000 :
                    begin      	
                    segmentoE <= 7'b0000001;
                    segmentoD <= 7'b0000001;
                    end   
                 4'b0001 :
                    begin    		
                    segmentoE <= 7'b0000001;
                    segmentoD <= 7'b1001111 ;
                    end
                4'b0010 :
                    begin  		
                    segmentoE <= 7'b0000001;
                    segmentoD <= 7'b0010010 ;
                    end 
                4'b0011 :
                    begin 		
                    segmentoE <= 7'b0000001;
                    segmentoD <= 7'b0000110 ;
                    end
                4'b0100 :
                    begin		
                    segmentoE <= 7'b0000001;
                    segmentoD <= 7'b1001100 ;
                    end
                4'b0101 :
                    begin		
                    segmentoE <= 7'b0000001;
                    segmentoD <= 7'b0100100 ;
                    end  
                4'b0110 :
                    begin		
                    segmentoE <= 7'b0000001;
                    segmentoD <= 7'b0100000 ;
                    end
                4'b0111 :
                    begin		
                    segmentoE <= 7'b0000001;
                    segmentoD <= 7'b0001111;
                    end         
                4'b1000 :
                    begin     		
                    segmentoE <= 7'b0000001 ;
                    segmentoD <= 7'b0000000 ;
                    end
                4'b1001 :
                    begin    		
                    segmentoE <= 7'b0000001 ;
                    segmentoD <= 7'b0000100 ;
                    end
                4'b1010 :
                    begin  		
                    segmentoE <= 7'b1001111 ;
                    segmentoD <= 7'b0000001 ;
                    end 
                4'b1011 :
                    begin 		
                    segmentoE <= 7'b1001111 ;
                    segmentoD <= 7'b1001111 ;
                    end 
                4'b1100 :
                    begin		
                    segmentoE <= 7'b1001111 ;
                    segmentoD <= 7'b0010010 ;
                    end 
                4'b1101 :
                    begin		
                    segmentoE <= 7'b1001111 ;
                    segmentoD <= 7'b0000110 ;
                    end
                4'b1110 :
                    begin		
                    segmentoE <= 7'b1001111 ;
                    segmentoD <= 7'b1001100 ;
                    end
                4'b1111 :
                    begin		
                    segmentoE <= 7'b1001111 ;
                    segmentoD <= 7'b0100100 ;
                    end
                endcase
                contador<=0;
                estado<=espera;
            end
    endcase
    end
endmodule
module tx(botao, clock, reset, entrada, saida);
input botao, clock, reset;
input [7:0] entrada;
output reg saida; 
parameter [2:0] espera_apertar = 0, armazena = 1, espera_soltar = 2, transmite = 3;
integer pulsos = 0;
reg [2:0] estado_atual = espera_apertar;
reg [9:0] data;
initial saida = 1;
always @(negedge clock or posedge reset) 
begin
    if(reset)
    begin
        estado_atual<=espera_apertar;
        pulsos<=0;
    end
    else 
    begin 
        case (estado_atual)
            espera_apertar: 
                begin 
                    if(botao==0)
                        estado_atual<=armazena;
                end
            armazena:
                begin
                    data[0]<=0;  
                    data[8:1]<=entrada;
                    data[9]<=1;  
                    estado_atual<=espera_soltar;
                end
            espera_soltar:
                begin
                    if(botao==1) 
                        estado_atual<=transmite;
                end
            transmite:  
                begin
                    pulsos<=pulsos + 1;
                    saida<=data[pulsos];
                    if(pulsos==9)
                    begin
                        estado_atual<=espera_apertar;
                        pulsos<=0;
                        saida<=1;
                    end
                end    
        endcase
    end
end
endmodule 
module uart (in, rst, clock_tx, clock_rx, segD, segE, led, b);
input rst, clock_tx, clock_rx, b;
input [7:0] in;
output [6:0] segD, segE;
output [7:0] led;
wire tx_rx;
tx mod_tx(.botao(b), .entrada(in), .clock(clock_tx), .reset(rst), .saida(tx_rx));
rx mod_rx(.serial(tx_rx), .clock(clock_rx), .leds(led), .segmentoD(segD), .segmentoE(segE));
endmodule
==> /design/flow/run.sh <==
#!/bin/bash
# OpenROAD 26Q1-2900-gdf79404cd8, Yosys 0.63+post, stock flow scripts
make -C /OpenROAD-flow-scripts/flow DESIGN_CONFIG=/design/flow/config.mk WORK_HOME=/design/flow/orfs finish
==> /design/flow/config.mk <==
export PLATFORM = sky130hd
export DESIGN_NAME = uart
export DESIGN_NICKNAME = uart
export VERILOG_FILES = /design/flow/design.v
export SDC_FILE = /design/flow/constraint.sdc
export NUM_CORES = 4
export LEC_CHECK = 1
export CORE_UTILIZATION = 40
==> /design/flow/constraint.sdc <==
current_design uart

set clk_period 6.1
set clk_io_pct 0.2

create_clock -name clk0 -period $clk_period [get_ports {clock_rx}]
create_clock -name clk1 -period $clk_period [get_ports {clock_tx}]

set non_clock_inputs [all_inputs -no_clocks]
set_input_delay [expr $clk_period * $clk_io_pct] -clock clk0 $non_clock_inputs
set_output_delay [expr $clk_period * $clk_io_pct] -clock clk0 [all_outputs]
==> results_slide.txt <==
Physical Implementation Snapshot

Global route
  – Initial antenna violation count: 0
  – First-pass GRT wire length: 29700 um
  – Largest net degree at the start of global routing: 36
  – GRT Residual Overflow: 0
  – Vias in the first global route: 6192
  – Global-route usage over all layers: approximately 17%

Finish
  – Layout cells sized above 1: 8.25%
  – Area added between synthesis and finish: 17.1%

Synth
  – Post-synth seq share: 49.0%
  – Xor/xnor share: 10.4%
  – Cell count after synthesis: around 800
  – Synth Area in Adders: under 10%
  – Synth flops: about 150
  – Multiplexer share: 3.72%
  – Comb area leader: simple AND/OR/NAND/NOR gates
  – Dominant synthesized flop cell: edfxtp_1
  – Library cells used by synthesis: 69
  – Most common cell in the netlist: edfxtp_1
  – Synth Warn #: 2
  – Yosys Instances: 820
  – Post-synthesis cell area: 8500 um2
  – Synth area leaders: edfxtp_1 37%, dfrtn_1 10%, xnor2_1 7.0%
  – Basic Gates by Area: 23.7%
  – EDFF count, synth: 105
  – Top cells by count: 105 x edfxtp_1, 89 x nor2_1, 69 x nand2_1
  – AO/OA Area Share: around 7.2%
  – Avg Synthesized Cell Area: 10.4 um2
  – Dominant cell area share: 37.1%
  – Cell taking the most area after synthesis: edfxtp_1
  – Synthesis area per yosys: roughly 8500 um2
  – Post-synth ARST share: 23.1%

Placed design
  – Final weighted congestion in routability-driven placement: roughly 0.9
  – Dpl ws: approximately 0.44 ns
  – Dpl hpwl: 11800 um
  – Port bufs: 31

STA
  – Final Slew Violations: 0
  – Final setup violating endpoints: 0
  – Setup TNS: 0 ns
  – Clk_skew: 0.0592 ns
  – Slew headroom: 48.7%
  – Post-route setup slack: about 0.54 ns
  – Slew @ Worst Pin: between 0.7 and 0.8 ns
  – Hold Vio Cnt, Final: 0
  – RSZ-0062 raised after global routing: no

Clock network
  – CTS clk-pin slew, worst paths: roughly 0.040 ns
  – Hold_buf cts: 0
  – Clock sink count: 147
  – Setup repair bufs after CTS: 0
  – CTS tree: yes
  – Post-CTS Resized: 0

Power and ir drop
  – PwrDens: 463 nW/um2
  – Peak supply drop: 188 uV
  – Overall Power: 4.61 mW
  – Leak Pwr: roughly 3.8 nW

Worst setup path
  – Slowest-stage cell, CP: clkdlybuf4s50_1
  – Crit-path leading delay family: buffers and inverters
  – Cells along the critical path: clkdlybuf4s50_1
  – Critical path class: reg -> out
  – CP Capture Type: output port
  – CP arrival: 4.34 ns
  – CP max stage delay: 0.49 ns
  – CP startpoint kind: register
  – Crit path required time: ~5 ns
  – Crit path buf inv count: 1
  – Crit-path max FO: 4

Routing
  – Total length of routed wires: roughly 17000 um
  – DRC Markers: 0
  – Wire length per cell: about 14 um
  – Metal2 WL: 7430 um
  – Metal-1 WL: 8540 um
  – Highest routed metal layer: met4
  – Vias per inst: 5.23
  – Via count: about 6400
  – # diodes: 0
  – Antenna viol nets, final: 0
  – First-pass DRT Iterations: 5
  – Number of DRC markers in iteration 0: 317
  – Met3 WL: roughly 1000 um

Status
  – Status: completed

Floorplanning
  – Initial cell density of the core: 41.3%
  – Die X: 148 um
  – Core Box Area: 20600 um2
  – Die ar.: 21800 um2
  – # IOs: 34
  – Num rows: 52
  – Vertical die size: 148 um

Job
  – Maxcap violations: 0
  – Tool warnings: 150

Worst hold path
  – Worst hold path class: reg -> reg
[area by class of cell]
class | count | area, um2
Clock buffer | 15 | 354
Clock inverter | 122 | 549
Fill cell | 1910 | 10600
Inverter | 25 | 93.8
Multi-Input combinational cell | 603 | 4040
Sequential cell | 147 | 4160
Tap cell | 270 | 338
Timing Repair Buffer | 45 | 415
[state kept, by name (all words and copies together) (netlist names), 3 cells and up, named ones only]
signal / flops
mod_rx.contador: 32
mod_rx.aux: 8
mod_rx.leds: 8
mod_rx.estado: 3
mod_rx.count: 32
mod_tx.pulsos: 32
mod_rx.data: 4
mod_tx.data: 8
mod_rx.segmentoD: 7
[power by group]
group          switching (mW)  leakage (nW)  internal (mW)
Sequential              0.468          1.43           1.52
Combinational           0.844          1.53          0.600
Clock                   0.588         0.833          0.588
Total                    1.90          3.79           2.70
[layer usage]
metal | track usage [%] | vias up
li1 | - | 3250
met1 | 28.3 | 2958
met2 | 23.2 | 188
met3 | 5.83 | 20
met4 | 5.15 | 0
met5 | 0 | -
[per-stage QoR]
| stage | std cells | hold slack, ns | area (um2) | util, % |
|---|---|---|---|---|
| final | 1227 | 0.431 | 9950 | 48.4 |
| after floorplan | 820 | 0.399 | 8500 | - |
| after detailed placement | 1092 | 0.432 | 9060 | 44.1 |
| after global routing | 1227 | 0.447 | 9950 | 48.4 |
| after global placement | 1092 | 0.427 | 9060 | 44.1 |
| after CTS | 1227 | 0.430 | 9950 | 48.4 |
[path summary, 6_finish.rpt]
kind / from / to / slack (ns) / cells past startpoint
hold / removal: mod_rx.aux[5] / mod_rx.leds[5] / 0.43 / 0
max in group clk1: b / mod_tx.estado_atual[1] / 0.76 / 4
setup reg to reg: mod_rx.contador[0] / mod_rx.aux[3] / 1.56 / 10
max in group asynchronous: rst / mod_tx.pulsos[12] / 1.61 / 3
min in group clk1: mod_tx.pulsos[27] / mod_tx.pulsos[27] / 0.44 / 1
hold reg to reg: mod_rx.aux[5] / mod_rx.leds[5] / 0.43 / 0
min in group asynchronous: rst / mod_tx.pulsos[14] / 4.25 / 3
setup / recovery: mod_rx.leds[5] / led[5] / 0.54 / 1
[cell families after synthesis]
logic type               after synthesis
other                                  1
XOR/XNOR                             101
AND/OR/NAND/NOR                      372
multiplexers                          26
flip-flops                           147
AND-OR/OR-AND                         87
buffers and inverters                 70
adder cells (fa/ha/maj)               16
[placed cells by master (no fill, tap or decap), types with 8 or more instances in the layout]
cell             synthesis  layout
clkbuf_16                0      14
ha_1                    16      16
mux2i_1                  8       8
mux2_1                   8       8
buf_4                    6      14
nor2_1                  89      88
a21oi_1                 18      18
nor2b_1                  8       8
or4_1                   10      10
clkdlybuf4s50_1          0      31
dfrtn_1                 34      34
xor2_1                  33      33
edfxtp_1               105     105
o21ai_0                 17      17
nor4_1                  22      22
inv_1                   27     138
and3_1                  23      23
nand4_1                 32      32
nand2_1                 69      69
or2_2                   14      14
nand2b_1                 8       8
xnor2_1                 68      68
nor3_1                  28      28
dfxtp_1                  8       8
nand3_1                 33      33
Power figures rest on the tool's default switching activity, not on a simulated workload.
